$ cat run.sh
#!/bin/bash
# OpenROAD 26Q1-2900-gdf79404cd8, Yosys 0.63+post, stock flow scripts
make -C /OpenROAD-flow-scripts/flow DESIGN_CONFIG=/design/flow/config.mk WORK_HOME=/design/flow/orfs finish
$ cat config.mk
export PLATFORM = sky130hd
export DESIGN_NAME = control_unit
export DESIGN_NICKNAME = control_unit
export VERILOG_FILES = /design/flow/design.v
export SDC_FILE = /design/flow/constraint.sdc
export NUM_CORES = 4
export LEC_CHECK = 1
export CORE_AREA = 10 10 70 70
export DIE_AREA = 0 0 80 80
$ cat constraint.sdc
current_design control_unit

set clk_period 1.0
set clk_io_pct 0.2

create_clock -name clk0 -period $clk_period

set non_clock_inputs [all_inputs -no_clocks]
set_input_delay [expr $clk_period * $clk_io_pct] -clock clk0 $non_clock_inputs
set_output_delay [expr $clk_period * $clk_io_pct] -clock clk0 [all_outputs]
$ cat design.v
`timescale 1ns / 1ps
module control_unit(
input[5:0] op,
output reg RegDst, AluSrc, MemtoReg,RegWrite,Memread, MemWrite, Branch,
output reg[1:0] AluOp 
);
always@* begin
case(op)
6'd0: {RegDst, AluSrc, MemtoReg,RegWrite,Memread, MemWrite, Branch,AluOp}= 9'b100100010;
6'd35:{RegDst, AluSrc, MemtoReg,RegWrite,Memread, MemWrite, Branch,AluOp}= 9'b011110000;
6'd43:{RegDst, AluSrc, MemtoReg,RegWrite,Memread, MemWrite, Branch,AluOp}= 9'bx1x001000;
6'd4:{RegDst, AluSrc, MemtoReg,RegWrite,Memread, MemWrite, Branch,AluOp}= 9'bx0x000101;
default:{RegDst, AluSrc, MemtoReg,RegWrite,Memread, MemWrite, Branch,AluOp} = 9'd0;
endcase
end       
endmodule
==> results.toml <==
# flow metrics
[die]
core_mm2 = 0.00342
boundaryPins = 15
die_area_mm2 = 0.00640
die_height_um = 80
fp-row-count = 21
fp_util_pct = 3.00
die_width_um = 80

[final_timing]
final_period_minus_worst_setup_slack_ns = 1.49
timing_worst_slew_pin_value_ns = 0.429
finalMaxSlewViolations = 0
max-slew-margin-rel_pct = 71.4
finalSetupViolCount = 9
postLayoutSetupSlackWorst_ns = -0.486
clock.fmax_mhz = 673
finalHoldViolations = 0
final.period_utilization_pct = 149
grt_setup_unrepaired = "yes"

[drt]
drtIter0Drc = 0
wirelength_um = 782
vias_per_cell = 2.37
insertedDiodeCount = 0
drtAntennaViolNets = 0
route.vias.total = 197
wl_per_cell_um = 9.42
detailedRoute.firstPassIterationCount = 1
drc = 0

[finish]
area.growth.synth_to_final_pct = 288
number_of_fill_cells_in_the_layout = 409
layout_clock_buffer_count = 0
final_cell_count_no_fill = 83
regArea_um2 = 0
layout.sequential_cells = 0
fraction_of_final_layout_cells_sized_beyond_drive_strength_1_pct = 89.2

[power_and_ir_drop]
ir_drop_mv = 0.0488
power_density_mw_per_mm2 = 212
power.share.combinational_pct = 100.0
sw_frac_of_total_pct = 42.9
pwr-share-seq_pct = 0
power.total_uw = 84.4
internal-power_uw = 48.2
power_leakage_nw = 0.167
total_switching_power_uw = 36.3
clock_power_share_pct = 0

[worst_hold_path]
hold_path_class = "in2out"
hold_start = "op[0]"
worstHoldEndpoint = "RegDst"
hold_depth = 4

[flow_run]
cap_viol_max_count = 0
warning_count = 35

[yosys]
syn-instance-count = 13
yosys.area.top_type_share_pct = 22.0
mapped_avg_cell_area_um2 = 7.89
netlist_top_cells_area = "sky130_fd_sc_hd__buf_4 22%, sky130_fd_sc_hd__a2111oi_2 15%, sky130_fd_sc_hd__nor3b_2 12%"
post_synth_num_cell_types = 10
synth-area-yosys_um2 = 103
top_area_cell = "sky130_fd_sc_hd__buf_4"
total_cells_reported_by_yosys_after_synthesis = 13
synthesis.area_um2 = 103
synth_seq_share_pct = 0
yosysWarningCount = 1

[setup_path]
timing_worst_setup_path_type = "in2out"
critPathArrivalTime_ns = 1.29
maximum_fanout_count_along_the_critical_path = 2
worst_ep_required_time_ns = 0.80
setup.worst_path.end_class = "output pin"
critPathLaunchType = "input pin"

[placed_design]
port_buffers = 15
place.detailed.hpwl_um = 632
place_congestion = 0.752
numPlacedInstances = 74

[grt]
congestion_overflow_gr = 0
grt_antenna_before_repair = 0
grt_first_pass_wirelength_mm = 1.20
via_count_of_the_first_global_routing_pass = 216
gr-usage-all-layers_pct = 2.36
pin_count_of_the_biggest_net_entering_global_routing = 7

[clock_tree]
ctsHoldBuffers = 0

[run_status]
outcome = "complete, but fails checks"
violations_in_the_final_reports = "setup timing"
-- power groups by stage --
stage / Sequential [mW] / Clock, mW / Combinational, mW
CTS: 0 / 0 / 0.0814
global route: 0 / 0 / 0.0904
finish: 0 / 0 / 0.0844
-- layout by cell type (no fill, tap or decap) --
| master | instances |
|---|---|
| sky130_fd_sc_hd__nand3_1 | 1 |
| sky130_fd_sc_hd__or4_4 | 1 |
| sky130_fd_sc_hd__buf_4 | 11 |
| sky130_fd_sc_hd__nor3_2 | 1 |
| sky130_fd_sc_hd__nor3b_4 | 1 |
| sky130_fd_sc_hd__buf_2 | 8 |
| sky130_fd_sc_hd__buf_6 | 6 |
| sky130_fd_sc_hd__nand4b_1 | 1 |
| sky130_fd_sc_hd__nor3_4 | 1 |
| sky130_fd_sc_hd__a2111oi_4 | 1 |
| sky130_fd_sc_hd__dlygate4sd2_1 | 2 |
| sky130_fd_sc_hd__or3_4 | 1 |
| sky130_fd_sc_hd__nor3b_2 | 1 |
| sky130_fd_sc_hd__nor2_4 | 1 |
-- metal layers --
layer / part of all wire (%) / vias up / GRT usage, % / routed length [µm]
li1: - / 98 / - / -
met1: 40 / 92 / 2.70 / 315
met2: 48 / 7 / 4.17 / 375
met3: 12 / 0 / 1.02 / 91
met4: 0 / 0 / 0 / 0
met5: 0 / - / 0 / 0
-- through the flow --
step	util (%)	instance area, µm²	hold slack (ns)	worst slack (ns)	setup TNS, ns
finish	11.6	398	0.760	-0.486	-3.14
global route	11.6	398	0.776	-0.542	-3.59
CTS	11.4	390	0.773	-0.503	-3.29
detailed placement	9.08	310	1.45	-1.22	-9.82
global placement	9.08	310	1.46	-1.24	-9.87
floorplan	-	103	0.413	-0.179	-0.486
-- logic make-up (layout without fill, tap and decap cells) --
logic type	count (synthesis)	count (layout)	synth area share (%)
buffers and inverters	3	27	21.9
AOI/OAI and AO/OA	1	1	14.6
and+or+nand+nor	9	9	63.4
-- synth_stat cells, drive strengths merged --
cell,count
or4,1
buf,3
a2111oi,1
nand4b,1
nor2,1
or3,1
nand3,1
nor3,2
nor3b,2
-- worst max path at each step --
stage,depth (start not counted),from,end,slack [ns]
6_report,5,op[0],Branch,-0.49
5_1_grt,5,op[0],Branch,-0.54
4_1_cts,5,op[0],Branch,-0.50
-- final cells by class --
cell class         count  area (µm²)  area share, %
multi-input cells     10         133           33.3
repair buffers        27         208           52.2
well taps             46        57.6           14.5
-- timing repair --
item | in CTS | in global routing
pin swaps | 6 | 4
resized | 61 | 0
setup buffers | 9 | 2
setup endpoints to repair | 9 | 9
-- critical path: stages --
cell and delay [ns]:
sky130_fd_sc_hd__buf_6 0.09, sky130_fd_sc_hd__or4_4 0.56, sky130_fd_sc_hd__nor3b_4 0.21, sky130_fd_sc_hd__buf_4 0.14, sky130_fd_sc_hd__buf_6 0.07
Power and IR drop assume default switching activity.
