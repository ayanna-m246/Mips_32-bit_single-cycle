[./run.sh]
#!/bin/bash
# OpenROAD 26Q1-2900-gdf79404cd8, Yosys 0.63+post, stock flow scripts
make -C /OpenROAD-flow-scripts/flow DESIGN_CONFIG=/design/flow/config.mk WORK_HOME=/design/flow/orfs finish
[./config.mk]
export PLATFORM = sky130hd
export DESIGN_NAME = data_mem
export DESIGN_NICKNAME = data_mem
export VERILOG_FILES = /design/flow/design.v
export SDC_FILE = /design/flow/constraint.sdc
export NUM_CORES = 4
export LEC_CHECK = 1
export CORE_UTILIZATION = 40
export SYNTH_MEMORY_MAX_BITS = 65536
[./constraint.sdc]
current_design data_mem

set clk_period 50.0
set clk_io_pct 0.2

create_clock -name clk0 -period $clk_period [get_ports {clk}]

set non_clock_inputs [all_inputs -no_clocks]
set_input_delay [expr $clk_period * $clk_io_pct] -clock clk0 $non_clock_inputs
set_output_delay [expr $clk_period * $clk_io_pct] -clock clk0 [all_outputs]
[./design.v]
`timescale 1ns / 1ps
module data_mem(
   input clk,
   input [31:0] addr,
   input [31:0] write_data,
   output [31:0] read_data,
   input MemRead, MemWrite
    );
  reg [31:0] mem [255:0];
  reg [31:0]read_d;
  always@(posedge clk)begin
  if(MemRead) read_d<=mem[addr[31:2]];
  if(MemWrite) mem[addr[31:2]]<=write_data;
  end
  assign read_data=read_d;
endmodule
==> results.json <==
{
  "outcome": "complete, no violations",
  "cts_buffer_depth": 4,
  "max_slew.worst_pin.slew_ns": 1.380,
  "clkSlewWorstSetupHoldPaths_ns": 0.06,
  "placementRows": 322,
  "period_needed_ns": 17.44,
  "die-area_um2": 776800,
  "fp.dieW_um": 881.4,
  "ctsResizeCount": 0,
  "fin_area_um2": 354300,
  "seq_area_frac_synth": 0.7984,
  "grt_setup_unrepaired": "false",
  "numCtsBuffers": 804,
  "slew_headroom": 0.06764,
  "cp.arrival_ns": 18.17,
  "warnings": 55,
  "post_cts_buffers": 0,
  "place_hpwl_mm": 494.5,
  "hold_class": "reg -> reg",
  "clock_sinks": 8224,
  "vdd_drop_max_uv": 34.56,
  "route.vias.total": 145200,
  "cts_tree": "yes",
  "syn_inst": 13090,
  "grt_max_degree": 129,
  "synth.avg_cell_area_um2": 23.64,
  "io_buffer_count": 74,
  "hold_buffers": 0,
  "numSynthFlops": 8224,
  "drtIter0Drc": 9060,
  "drt-vias-per-instance": 5.824,
  "overflow": 0,
  "grt_pass1_vias": 160700,
  "start_kind": "primary input",
  "worstPathRequired_ns": 50.73,
  "p_leak_nw": 107.6,
  "ios": 99,
  "final-seq-area_um2": 247000,
  "setup_viol": 0,
  "rr_worst_depth": 6,
  "fmax_mhz": 57.33,
  "crit_type": "in -> reg",
  "reg2reg_slack_ns": 46.18,
  "yosys_area_um2": 309300,
  "core_um2": 769500,
  "grt_pass1_wl_mm": 1201,
  "ant_nets": 0,
  "cap_violations": 0,
  "cts_max_level": 6,
  "gp_congestion": 0.8907,
  "antenna_found_initial": 40,
  "clock_latency_ns": 1.19,
  "tns_ns": 0,
  "post-place-ws_ns": 31.26,
  "yosys-stat-cells": 13090,
  "place_area_um2": 329300,
  "timing.final.crit_share": 0.3489,
  "drc": 0,
  "finalWorstSetupSlack_ns": 32.56,
  "power_density_nw_per_um2": 39.67,
  "critPathCaptureType": "flop",
  "fin_skew_ns": 0.08212,
  "synth_warnings": 1,
  "netlist_area_um2": 309300,
  "ys_types": 21,
  "post-route-util": 0.4604,
  "clockRootBuffer": "clkbuf_16",
  "wire_per_inst_um": 34.37,
  "cp_max_fo": 54,
  "hold_depth": 5,
  "die_y_um": 881.4,
  "first_pass_iters": 5,
  "syn_to_final_growth_pct": 14.53,
  "comb_area_um2": 61880,
  "layout_top_cell": "edfxtp_1",
  "mostFrequentLayoutCells": "8224 x edfxtp_1, 2048 x mux4_2, 1024 x a22oi_1",
  "drive_above_1_share": 0.2981,
  "routed_wl_mm": 856.9,
  "drv_slew": 0,
  "grt_use_total": 0.2446,
  "nFillCells": 62000,
  "hold_viol": 0,
  "initCoreUtil": 0.4020
}
-- worst max-delay path: stages --
cell	delay [ns]
buf_16	0.34
buf_4	0.77
buf_4	0.55
buf_12	0.40
buf_4	0.64
buf_4	0.60
buf_4	0.46
buf_4	0.66
buf_4	0.72
mux4_2	0.59
a22oi_1	0.25
a21oi_1	0.33
o41ai_1	0.98
nand4_1	0.57
-- synth_stat cells, drive strengths merged --
cell | instances | area [µm²]
buf | 298 | 1489
nor2 | 232 | 870.8
or2 | 2 | 12.51
and2 | 3 | 18.77
mux4 | 2048 | 46120
or3 | 1 | 6.260
nor3 | 30 | 150.1
nand4 | 32 | 200.2
edfxtp | 8224 | 247000
nand2b | 6 | 37.54
clkbuf | 498 | 1869
a22oi | 1024 | 7687
nor2b | 7 | 43.79
nand2 | 28 | 105.1
nand3 | 13 | 65.06
inv | 1 | 3.750
a21oi | 512 | 2562
o41ai | 128 | 1121
-- sequential cells by signal, summed over array words and instances, names as in the netlist --
name    cells
read_d     32
mem      8192
-- logic make-up (layout without fill, tap and decap cells) --
family	after synthesis	after routing	synth area share
other	0	21	0
DFF	8224	8224	0.7984
buffers and inverters	797	2418	0.01087
muxes	2048	2048	0.1491
and+or+nand+nor	354	354	0.004882
AOI/OAI and AO/OA	1664	1664	0.03676
-- routing by layer --
metal,GRT usage,part of all wire,vias up
met5,0.01907,0.0024,-
met2,0.3468,0.46,10500
li1,-,-,59000
met1,0.2610,0.28,74160
met3,0.2208,0.20,1501
met4,0.08742,0.048,52
-- final timing paths --
path | from | endpoint
worst max-delay path | addr[2] | read_d[2]$_DFFE_PP_
worst min register to register | mem[131][29]$_DFFE_PP_ | read_d[29]$_DFFE_PP_
worst min-delay path | mem[131][29]$_DFFE_PP_ | read_d[29]$_DFFE_PP_
worst max register to register | mem[235][19]$_DFFE_PP_ | read_d[19]$_DFFE_PP_
-- power by group --
group	internal, mW	leakage, nW	switching [mW]
Sequential	7.60	74.0	0.00886
Combinational	0.222	21.5	0.451
Clock	3.21	12.2	2.56
Total	11.0	108	3.02
-- cell type report --
class / count / area share
clock inverter: 478 / 0.01124
sequential: 8224 / 0.6971
clock buffer: 987 / 0.05903
timing repair buffer: 952 / 0.02174
inverter: 1 / 0.00001060
antenna: 21 / 0.0001483
tap: 10210 / 0.03605
multi-input combinational: 4066 / 0.1747
-- per-stage QoR --
| stage | hold slack, ns | total power, mW | std cells |
|---|---|---|---|
| after floorplan | 0.8956 | 8.072 | 13090 |
| after global placement | 1.083 | 8.426 | 23450 |
| after detailed placement | 1.095 | 8.435 | 23450 |
| after CTS | 1.115 | 14.15 | 24910 |
| after global routing | 1.200 | 14.44 | 24920 |
| final | 1.138 | 14.06 | 24940 |
Power and IR drop assume default switching activity.
