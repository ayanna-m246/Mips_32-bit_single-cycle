File: run.sh
#!/bin/bash
# OpenROAD 26Q1-2900-gdf79404cd8, Yosys 0.63+post, stock flow scripts
make -C /OpenROAD-flow-scripts/flow DESIGN_CONFIG=/design/flow/config.mk WORK_HOME=/design/flow/orfs finish
File: design.v
`timescale 1ns / 1ps
module ALU_unit(
   input clk,
   input [3:0] alu_op,
   input [31:0] operand_1,operand_2,
   output [31:0] out,
   output zero
    );
   reg [31:0] out_d,out_q;  
 always@(*)begin
 case(alu_op)
 4'b0000: out_d=operand_1& operand_2;
 4'b0001: out_d=operand_1|operand_2;
 4'b0010: out_d=operand_1+ operand_2;
 4'b0110: out_d=operand_1-operand_2;
 4'b0111: out_d=operand_1>operand_2;
 4'b1100: out_d=~(operand_1|operand_2);
 default:out_d=33'b0;
 endcase
 end
 always@(posedge clk)begin
 out_q<=out_d;
 end
 assign out=out_q;
 assign zero=(out==32'b0);
endmodule
File: config.mk
export PLATFORM = sky130hd
export DESIGN_NAME = ALU_unit
export DESIGN_NICKNAME = ALU_unit
export VERILOG_FILES = /design/flow/design.v
export SDC_FILE = /design/flow/constraint.sdc
export NUM_CORES = 4
export LEC_CHECK = 1
export CORE_UTILIZATION = 50
File: constraint.sdc
current_design ALU_unit

set clk_period 14.1
set clk_io_pct 0.2

create_clock -name clk0 -period $clk_period [get_ports {clk}]

set non_clock_inputs [all_inputs -no_clocks]
set_input_delay [expr $clk_period * $clk_io_pct] -clock clk0 $non_clock_inputs
set_output_delay [expr $clk_period * $clk_io_pct] -clock clk0 [all_outputs]
==> flow_metrics.tcl <==
# place-and-route summary
set metrics [dict create \
    hold_start "alu_op[1]" \
    seq_area_frac_synth_pct 11.3 \
    core_area_um2 10900 \
    hold_end "out_q[0]$_DFF_P_" \
    ctsResizeCount 0 \
    worstPathArrival_ns 6.27 \
    common_cells "ha_1 (102), inv_1 (95), nor2_1 (75)" \
    n_fill_cell 945 \
    avgSynthCellArea_um2 7.45 \
    fmax_mhz 166 \
    ys_area_um2 5660 \
    outcome "finished clean" \
    path_clk_slew_ns 0.06 \
    antenna_found_initial 0 \
    top_regs "out_q (32)" \
    largest_reg_flops 32 \
    hpwl_um 13000 \
    gp_congestion 0.947 \
    power.switching_mw 0.175 \
    slowest_stage "nor4_1" \
    yosys-top-cells-area "ha_1 (23%), dfxtp_1 (11%), inv_1 (6.3%)" \
    drv_cap 0 \
    clockPowerShare_pct 25.8 \
    htree_levels 2 \
    holdWs_ns 3.31 \
    clock-sinks 32 \
    grt_max_degree 51 \
    final_layout_size_suffix_gt1_share_pct 4.92 \
    synth_top_area_share_pct 22.5 \
    num_antenna_cells 0 \
    path_class "primary input to register" \
    required_ns 14.34 \
    ctsRootBufferMaster "clkbuf_16" \
    crit_path_end_kind "register" \
    fin_crit_ns 6.04 \
    synth-edff-count 0 \
    ys.flops 32 \
    io_buffers 101 \
    final_util_pct 62.8 \
    die_area_um2 11800 \
    cpPeakStageDelay_ns 0.64 \
    setup_viol_count_final 0 \
    first_global_vias 5205 \
    async_flop_share_pct 0 \
    seq_power_share_pct 23.2 \
    drt_iter0_drc 432 \
    syn_inst 760 \
    worst_pin_slew_ns 0.695 \
    detail_route.wl_per_cell_um 17.5 \
    sw_frac_of_total_pct 39.2 \
    fin_setup_tns_ns 0 \
    cts_made_buffers 5 \
    path_cells "clkdlybuf4s50_1 > inv_1 > ha_1 > nor4_1 > nand2_1 > or3_1 > o221ai_2 > a21oi_1 > o41ai_1 > mux2_2 > nand3b_1" \
    cts_tree "done" \
    synth.yosys.warnings 1 \
    warnings 96 \
    clockBufferDepth 2 \
    yosys.cell_count.top_type "ha_1" \
    overflow 0 \
    p_per_area_nw_per_um2 65.0 \
    synthFlopType "dfxtp_1" \
    ant_nets 0 \
    initial_utilization_pct 51.8 \
    stdcell_count 974 \
    critical-path-top-delay-family "simple AND/OR/NAND/NOR gates" \
    hold_depth 3 \
    wl_um 17100 \
    grtUsageTotal_pct 29.6 \
    crit_fanout 11 \
    path_buffers 2 \
    final_hold_viol_count 0 \
    power_frac_comb_pct 50.9 \
    cts_setup_buffers 0 \
    top_register "out_q" \
    finalClockPeriodUsage_pct 42.8 \
    synthDistinctLibCells 78 \
    ys_cells 760 \
    synth_area_um2 5660 \
    fp.dieH_um 108 \
    cellLeakagePower_nw 3.00 \
    rsz0062_at_grt "false" \
    rows 38 \
    ios 102 \
    peakVddDrop_mv 0.0473 \
    worstSetupStartpointType "primary input" \
    area_growth_pct 21.3 \
    grt_pass1_wl_um 26900 \
    yosysTopAreaCell "ha_1" \
    cts_hold_buffers 0 \
    drc 0 \
    holdCritPathClass "primary input to register" \
    slew_headroom_pct 53.3 \
    vias 5844 \
    post-place-cells 966 \
    die_x_um 108 \
    drv_slew 0 \
    vias_per_cell 6.00 \
    p_int_mw 0.271 \
    drt_pass1_iterations 5 \
]
cell usage in the layout, fill, tap and decap left out, drive strengths merged, types with 9 or more instances in the layout:
cell type and instances:
a21oi 56, nor2b 9, a211oi 13, clkdlybuf4s50 101, xnor2 28, nor2 75
ha 102, o21bai 14, nor3 16, a221oi 33, a21o 9, inv 95
dfxtp 32, nor4 17, o31ai 12, o21ai 62, nand2 29
through the flow:
| stage | power (mW) | worst slack, ns | instance area (µm²) |
|---|---|---|---|
| after global placement | 0.327 | 7.86 | 6720 |
| after floorplan | 0.250 | 8.94 | 5660 |
| after CTS | 0.446 | 8.13 | 6870 |
| after global routing | 0.475 | 7.83 | 6870 |
| final | 0.446 | 8.06 | 6870 |
| after detailed placement | 0.328 | 7.85 | 6720 |
power by group through the flow:
stage	combinational (mW)	sequential [mW]	clock, mW
final	0.227	0.104	0.115
after global routing	0.250	0.104	0.121
after CTS	0.225	0.104	0.118
cells by family after synthesis:
kind of cell               after synthesis  share of synthesized area (%)
AOI/OAI and AO/OA                      264                           33.6
and+or+nand+nor                        187                           16.5
buffers and inverters                  138                           9.75
adders and majority gates              104                           23.2
DFF                                     32                           11.3
xor gates and xnor gates                29                           4.49
muxes                                    6                           1.08
cell type report:
class	instances	area, µm²	area share [%]
clock buffer	6	139	2.02
timing repair buffer	107	1060	15.4
sequential	32	641	9.33
multi-input combinational	590	4480	65.3
clock inverter	2	10.0	0.146
tap	140	175	2.55
inverter	97	364	5.30
layer usage:
metal	up-vias	share of wire, %	global-route usage (%)
met5	-	0	0
met4	0	1.5	3.76
met3	24	7.6	5.40
met2	224	41	43.0
met1	2711	49	46.7
li1	2885	-	-
worst max-delay path by stage:
stage              from                end  depth (start not counted)
4_1_cts   operand_1[15]  out_q[29]$_DFF_P_                         11
5_1_grt   operand_1[15]  out_q[29]$_DFF_P_                         11
6_report  operand_1[15]  out_q[29]$_DFF_P_                         11
No activity file was given, so power comes from the tool's default toggle rates.
